--- design/flow/design.v ---
module IF(
  input Branch,
  input [7:0] Target,
  input Init,
  input Halt,
  input CLK,
  output logic[7:0] PC
  );
  always @(posedge CLK)
	if(Init)
	  PC <= 0;
	else if(Halt)
	  PC <= PC;
	else if(Branch)
	  PC <= Target - 1;
	else
	  PC <= PC + 1;
endmodule
--- design/flow/run.sh ---
#!/bin/bash
# OpenROAD 26Q1-2900-gdf79404cd8, Yosys 0.63+post, stock flow scripts
make -C /OpenROAD-flow-scripts/flow DESIGN_CONFIG=/design/flow/config.mk WORK_HOME=/design/flow/orfs finish
--- design/flow/config.mk ---
export PLATFORM = sky130hd
export DESIGN_NAME = IF
export DESIGN_NICKNAME = IF
export VERILOG_FILES = /design/flow/design.v
export SDC_FILE = /design/flow/constraint.sdc
export NUM_CORES = 4
export LEC_CHECK = 1
export CORE_AREA = 10 10 71 71
export DIE_AREA = 0 0 81 81
--- design/flow/constraint.sdc ---
current_design IF

set clk_period 2.1
set clk_io_pct 0.2

create_clock -name clk0 -period $clk_period [get_ports {CLK}]

set non_clock_inputs [all_inputs -no_clocks]
set_input_delay [expr $clk_period * $clk_io_pct] -clock clk0 $non_clock_inputs
set_output_delay [expr $clk_period * $clk_io_pct] -clock clk0 [all_outputs]
==> job_summary.md <==
## Synthesis and layout report

| Metric | Value |
|---|---|
| Largest registers | `PC (8)` |
| Root Driver | `clkbuf_8` |
| Unique cell type count in the Yosys netlist | `32` |
| GPL Wtd Cong | `0.830` |
| Worst slew margin | `72.3%` |
| Synth flops | `8` |
| Largest net degree at the start of global routing | `15` |
| N_diodes | `0` |
| Largest Register | `PC` |
| Vias in the first global route | `637` |
| Max Clock Freq | `0.538 GHz` |
| WP data required | `2.20 ns` |
| Crit-path slowest cell | `or4_1` |
| DR pass1 iterations | `4` |
| Number of cells in Yosys stat | `75` |
| Final WL | `1730 um` |
| Max Slew Vio Count | `0` |
| Total gr overflow | `0` |
| Maximum vdd drop | `0.205 mV` |
| Clock slew seen by the registers of the worst setup and hold paths | `0.04 ns` |
| Cells after Synth | `75` |
| Vias/cell | `4.43` |
| P per Cell Area | `515 mW/mm2` |
| Yosys stat chip area | `589 um2` |
| Leakage Power | `0.000314 uW` |
| Inserted Clock Buffers | `3` |
| Final Setup Violations | `0` |
| CP peak stage delay | `0.60 ns` |
| Post-CTS Setup Inserts | `0` |
| Post_cts resized | `0` |
| Clock insertion delay at the later pin of the skew report | `0.23 ns` |
| Top cells, area | `dfxtp_1 27%, nor2_1 5.7%, xnor2_1 4.5%, a21oi_1 4.2%, ha_1 4.2%` |
| Detailed Route Iter0 Violations | `58` |
| First-pass GRT wire length | `2840 um` |
| Place WS | `-0.00384 ns` |
| Tot Pwr | `471 uW` |
| Max reg flops | `8` |
| Dpl hpwl | `1380 um` |
| Max-area cell share | `27.2%` |
| Clock Path Buffers | `2` |
| Vias post-DR | `656` |
| Clock Sinks | `8` |
| Cell Area, Synth | `589 um2` |
| Top Layout Cells | `19 x clkdlybuf4s50_1, 9 x nor2_1, 8 x dfxtp_1` |
| Rows | `22` |
| Ports | `20` |
| WL/cell | `11.7 um` |
| I/O Buffers | `19` |
| CP Launch Type | `input port` |
| Hold WS | `0.528 ns` |
| Worst clock skew | `0.00299 ns` |
| Core area | `0.00363 mm2` |
| GRT Util Overall | `5.30%` |
| Initial antenna violation count | `0` |
| Outcome | `complete, no violations` |
| Critical-path cell list | `clkdlybuf4s50_1 -> or4_1 -> o21a_1 -> o21ai_0 -> a31oi_1` |
| Worst Max-Slew Pin Slew | `0.414 ns` |
| Fillers | `402` |
| Die area | `0.00656 mm2` |
| Dominant logic cell type in the layout | `clkdlybuf4s50_1` |
| RSZ-0062 raised after global routing | `false` |
| Cell type with the largest total area | `dfxtp_1` |
| Util after Layout | `25.2%` |
| Layout cells sized above 1 | `11.0%` |
| Area Overhead vs Synth | `55.2%` |
| Synth warn | `1` |
| Antenna Nets Post-Route | `0` |
| H-Tree Depth | `1` |
| Die x size | `81 um` |
| Register area share after synthesis | `27.2%` |
| Fin crit share | `88.5%` |
| Final worst slack | `0.241 ns` |
| Crit-path max FO | `4` |
| Arrival time at the worst endpoint | `1.96 ns` |
| Maxcap violations | `0` |
| Setup CP Type | `in -> reg` |
| Drt drc | `0` |
| Mean post-synth cell area | `7.86 um2` |
| CTS tree | `built` |
| Die height | `81 um` |
| Initial Utilization | `16.2%` |
| Hold Fails Final Rpt | `0` |
| OpenROAD warnings | `25` |
| Critical path capture point type | `flip-flop` |
| Tmin final | `1.86 ns` |
| Hold_buf cts | `0` |
| HP Class | `reg -> reg` |
| Setup TNS | `0 ns` |
==> routing by layer <==
metal / GRT usage, % / vias to the layer above / share of wire (%)
li1: - / 335 / -
met1: 5.73 / 307 / 39
met2: 9.71 / 12 / 53
met3: 2.34 / 2 / 7.8
met4: 0.346 / 0 / 0.23
met5: 0 / - / 0
==> cells in the mapped netlist <==
master    number
nor2_1         9
dfxtp_1        8
a21oi_1        5
inv_1          5
nand2_1        5
nor3_1         4
a211oi_1       3
a31oi_1        3
clkbuf_1       3
xnor2_1        3
ha_1           2
mux2i_1        2
nand3b_1       2
nor3b_1        2
o21ai_0        2
a311oi_1       1
a41o_1         1
a41oi_1        1
nand2b_1       1
nand3_1        1
nor2b_1        1
nor4_1         1
nor4_4         1
o21a_1         1
o22ai_1        1
o311ai_0       1
o311ai_1       1
o31ai_1        1
or4_1          1
or4_4          1
or4b_1         1
xor2_1         1
==> final cells by class <==
class	instances	area, um2	share of cell area [%]
Timing Repair Buffer	25	235	25.7
Multi-Input combinational cell	59	399	43.6
Tap cell	48	60.1	6.57
Clock buffer	3	41.3	4.51
Inverter	5	18.8	2.05
Sequential cell	8	160	17.5
==> worst max-delay path: cells and delay by family <==
family          cells  cell delay (ns)
buf+inv             1             0.49
simple gates        1             0.60
compound gates      3             0.45
==> worst paths after layout <==
check | from | to | slack (ns) | cells after the start
setup / recovery | Target[1] | PC[5] | 0.24 | 5
hold / removal | PC[3] | PC[3] | 0.53 | 2
setup reg to reg | PC[2] | PC[5] | 0.75 | 3
hold reg to reg | PC[3] | PC[3] | 0.53 | 2
==> report_power, final <==
group	switching, uW	total [uW]	internal (uW)	leakage (uW)
sequential	13.8	177	163	0.0000659
combinational	44.1	109	64.6	0.000227
clock	61.8	186	124	0.0000216
total	120	471	352	0.000314
==> cells by family after synthesis <==
| family | after synthesis | synth area share, % |
|---|---|---|
| buffers and inverters | 8 | 5.10 |
| AOI/OAI and AO/OA | 21 | 24.2 |
| xor gates and xnor gates | 4 | 5.95 |
| DFF | 8 | 27.2 |
| adders and majority gates | 2 | 4.25 |
| and+or+nand+nor | 30 | 29.9 |
| muxes | 2 | 3.40 |
==> metrics by stage <==
step	area, um2	cells
floorplan	589	75
global placement	873	145
detailed placement	873	145
CTS	915	148
global route	915	148
finish	915	148
Power and IR drop assume default switching activity.
