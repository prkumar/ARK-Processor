<file path="design/flow/run.sh">
#!/bin/bash
# OpenROAD 26Q1-2900-gdf79404cd8, Yosys 0.63+post, stock flow scripts
make -C /OpenROAD-flow-scripts/flow DESIGN_CONFIG=/design/flow/config.mk WORK_HOME=/design/flow/orfs finish
</file>
<file path="design/flow/config.mk">
export PLATFORM = sky130hd
export DESIGN_NAME = Control
export DESIGN_NICKNAME = Control
export VERILOG_FILES = /design/flow/design.v
export SDC_FILE = /design/flow/constraint.sdc
export NUM_CORES = 4
export LEC_CHECK = 1
export CORE_AREA = 10 10 70 70
export DIE_AREA = 0 0 80 80
</file>
<file path="design/flow/constraint.sdc">
current_design Control

set clk_period 1.8
set clk_io_pct 0.2

create_clock -name clk0 -period $clk_period

set non_clock_inputs [all_inputs -no_clocks]
set_input_delay [expr $clk_period * $clk_io_pct] -clock clk0 $non_clock_inputs
set_output_delay [expr $clk_period * $clk_io_pct] -clock clk0 [all_outputs]
</file>
<file path="design/flow/design.v">
import definitions::*;
module Control(
    input        [8:0] Instruction,
    output logic       Format,
    output logic       AccRead,
    output logic [1:0] RegWrite,
    output logic       Branch,
    output logic [1:0] ALUSrcB,
    output logic       MemWrite,
    output logic [1:0] MemtoReg,
    output logic [3:0] ALUOp,
    output logic       OverflowSwitch,
	output logic       HALT
    );
	always_comb	begin
	  Format     = 1;
	  AccRead    = 0;
	  RegWrite   = 0;     
	  Branch     = 0; 
	  ALUSrcB    = 0;     
	  ALUOp      = kPASS_A;
	  MemWrite   = 0;
	  MemtoReg   = 0;
    OverflowSwitch = 0;
	  HALT       = 0;
		if (Instruction[8:2] == 7'b1000000) begin  
              Format     = 1;
              AccRead    = 0;
              RegWrite   = 1;     
              Branch     = 0; 
              ALUSrcB    = 0;     
              ALUOp      = kPASS_A;
              MemWrite   = 0;
              MemtoReg   = 1;
              HALT       = 0;
              OverflowSwitch = 0;
          end
    else if (Instruction[8:2] == 7'b1000001) begin  
              Format     = 1;
              AccRead    = 1;
              RegWrite   = 2;     
              Branch     = 0; 
              ALUSrcB    = 0;     
              ALUOp      = kPASS_A;
              MemWrite   = 1;
              MemtoReg   = 0;
              HALT       = 0;
              OverflowSwitch = 0;
         end
    else if (Instruction[8:2] == 7'b0000000) begin   
              Format     = 1;
              AccRead    = 0;
              RegWrite   = 1;     
              Branch     = 0; 
              ALUSrcB    = 1;     
              ALUOp      = kKEEP_SMALLER;
              MemWrite   = 0;
              MemtoReg   = 0;
              HALT       = 0;
              OverflowSwitch = 0;
          end
    else if (Instruction[8:2] == 7'b0000010) begin   
              Format     = 1;
              AccRead    = 0;
              RegWrite   = 1;     
              Branch     = 0; 
              ALUSrcB    = 2;     
              ALUOp      = kADD;
              MemWrite   = 0;
              MemtoReg   = 0;
              HALT       = 0;
              OverflowSwitch = 0;
          end
    else if (Instruction[8:2] == 7'b0000011) begin   
              Format     = 1;
              AccRead    = 0;
              RegWrite   = 0;     
              Branch     = 0; 
              ALUSrcB    = 0;     
              ALUOp      = kA_IS_ZERO;
              MemWrite   = 0;
              MemtoReg   = 0;
              HALT       = 0;
              OverflowSwitch = 0;
          end
    else if (Instruction[8:3] == 6'b100010) begin   
              Format     = 0;
              AccRead    = 1;
              RegWrite   = 2;     
              Branch     = 0; 
              ALUSrcB    = 0;     
              ALUOp      = kPASS_A;
              MemWrite   = 0;
              MemtoReg   = 0;
              HALT       = 0;
              OverflowSwitch = 0;
          end
    else if (Instruction[8:3] == 6'b100011) begin   
              Format     = 0;
              AccRead    = 1;
              RegWrite   = 1;     
              Branch     = 0; 
              ALUSrcB    = 0;     
              ALUOp      = kPASS_B;
              MemWrite   = 0;
              MemtoReg   = 0;
              HALT       = 0;
              OverflowSwitch = 0;
          end
    else if (Instruction[8:3] == 6'b100100) begin   
              Format     = 0;
              AccRead    = 0;
              RegWrite   = 1;     
              Branch     = 0; 
              ALUSrcB    = 0;     
              ALUOp      = kINC_A;
              MemWrite   = 0;
              MemtoReg   = 0;
              HALT       = 0;
              OverflowSwitch = 0;
          end
    else if (Instruction[8:3] == 6'b100101) begin   
              Format     = 0;
              AccRead    = 0;
              RegWrite   = 1;     
              Branch     = 0; 
              ALUSrcB    = 0;     
              ALUOp      = kDEC_A;
              MemWrite   = 0;
              MemtoReg   = 0;
              HALT       = 0;
              OverflowSwitch = 0;
          end
    else if (Instruction[8:3] == 6'b100110) begin  
              Format     = 0;
              AccRead    = 0;
              RegWrite   = 1;     
              Branch     = 0; 
              ALUSrcB    = 0;     
              ALUOp      = kCLEAR;
              MemWrite   = 0;
              MemtoReg   = 0;
              HALT       = 0;
              OverflowSwitch = 0;
          end
    else if (Instruction[8:3] == 6'b100111) begin   
              Format     = 0;
              AccRead    = 1;
              RegWrite   = 0;     
              Branch     = 0; 
              ALUSrcB    = 0;     
              ALUOp      = kSUB;
              MemWrite   = 0;
              MemtoReg   = 0;
              HALT       = 0;
              OverflowSwitch = 0;
          end
    else if (Instruction[8:3] == 6'b101000) begin   
              Format     = 0;
              AccRead    = 0;
              RegWrite   = 1;     
              Branch     = 0; 
              ALUSrcB    = 0;     
              ALUOp      = kSHIFT_LEFT;
              MemWrite   = 0;
              MemtoReg   = 0;
              HALT       = 0;
              OverflowSwitch = 0;
          end
    else if (Instruction[8:3] == 6'b101001) begin   
              Format     = 0;
              AccRead    = 0;
              RegWrite   = 1;     
              Branch     = 0; 
              ALUSrcB    = 0;     
              ALUOp      = kSHIFT_RIGHT;
              MemWrite   = 0;
              MemtoReg   = 0;
              HALT       = 0;
              OverflowSwitch = 0;
          end
    else if (Instruction[8:3] == 6'b101010) begin   
              Format     = 0;
              AccRead    = 0;
              RegWrite   = 1;     
              Branch     = 0; 
              ALUSrcB    = 2;     
              ALUOp      = kSHIFT_ON;
              MemWrite   = 0;
              MemtoReg   = 0;
              HALT       = 0;
              OverflowSwitch = 0;
          end
    else if (Instruction[8:6] == 3'b001) begin   
              Format     = 0;
              AccRead    = 0;
              RegWrite   = 2;     
              Branch     = 0; 
              ALUSrcB    = 0;     
              ALUOp      = kADD;
              MemWrite   = 0;
              MemtoReg   = 0;
              HALT       = 0;
              OverflowSwitch = 0;
          end
    else if (Instruction[8:4] == 5'b10111) begin   
              Format     = 1;
              AccRead    = 0;
              RegWrite   = 0;     
              Branch     = 0; 
              ALUSrcB    = 0;     
              ALUOp      = kPARALLEL;
              MemWrite   = 0;
              MemtoReg   = 0;
              HALT       = 0;
              OverflowSwitch = 0;
          end
    else if (Instruction[8:4] == 5'b11000) begin   
              Format     = 0;
              AccRead    = 1;
              RegWrite   = 2;     
              Branch     = 0; 
              ALUSrcB    = 0;     
              ALUOp      = kPASS_A;
              MemWrite   = 0;
              MemtoReg   = 3;
              HALT       = 0;
              OverflowSwitch = 0;
          end
    else if (Instruction[8:4] == 5'b11001) begin   
              Format     = 0;
              AccRead    = 1;
              RegWrite   = 2;     
              Branch     = 0; 
              ALUSrcB    = 0;     
              ALUOp      = kPASS_A;
              MemWrite   = 0;
              MemtoReg   = 2;
              HALT       = 0;
              OverflowSwitch = 0;
          end
    else if (Instruction[8:7] == 2'b01) begin   
              Format     = 0;
              AccRead    = 0;
              RegWrite   = 0;     
              Branch     = 1; 
              ALUSrcB    = 0;     
              ALUOp      = kPASS_A;
              MemWrite   = 0;
              MemtoReg   = 0;
              HALT       = 0;
              OverflowSwitch = 1;
          end
		else 
      HALT = 1;
	end
endmodule
</file>
==> flow_summary.rst <==
Implementation results
======================

.. list-table::
   :header-rows: 1

   * - Metric
     - Value
   * - Top cells by area
     - sky130_fd_sc_hd__buf_4 (14%), sky130_fd_sc_hd__nor2_1 (8.9%), sky130_fd_sc_hd__nand2b_1 (6.6%)
   * - Slowest cell on crit path
     - sky130_fd_sc_hd__nor4_4
   * - Type of the most critical hold path
     - input port to primary output
   * - Critical path start-end classification
     - input port to primary output
   * - Clock buffer cells
     - 0
   * - Syn-to-layout area delta
     - 136%
   * - Number of optimization iterations in the first detailed-route pass
     - 4
   * - Total routing resource utilization after global routing
     - 0.0515
   * - Initial detailed-routing violation count
     - 32
   * - PnR worst setup slack
     - 0.0143 ns
   * - Chip area in the Yosys report
     - 382 um2
   * - Distinct cell type count after synthesis
     - 29
   * - I/O pin cnt
     - 25
   * - Type of origin of the critical path
     - input port
   * - Seq_cells
     - 0
   * - Height of the die
     - 80 um
   * - Yosys cell count
     - 59
   * - Number of maximum-capacitance violations
     - 0
   * - Number of global-route vias before repair
     - 584
   * - Register cell area after layout
     - 0 um2
   * - Leak Pwr
     - 0.407 nW
   * - CP Data Required Time
     - 1.44 ns
   * - Number of buffers added to fix hold violations after cts
     - 0
   * - Maximum number of pins on one net before global-route repair
     - 11
   * - Power share of the combinational group
     - 1.000
   * - Count of filler cells inserted in the layout
     - 357
   * - Endpoint arrival time on the critical path
     - 1.43 ns
   * - Final Power
     - 179 uW
   * - Final Setup Violations
     - 0
   * - Cell area after technology mapping
     - 382 um2
   * - Total wire length after detailed routing
     - 1690 um
   * - Total die size
     - 6400 um2
   * - Sequential cell fraction of total power
     - 0
   * - Number of antenna violations at the first check in global routing
     - 0
   * - Comb area
     - 380 um2
   * - Pre-CTS setup slack
     - -0.693 ns
   * - PwrDens
     - 198 nW/um2
   * - Cell taking the most area after synthesis
     - sky130_fd_sc_hd__buf_4
   * - Worst Setup SP
     - Instruction[6]
   * - Final critical-path required period
     - 1.79 ns
   * - Vias per cell
     - 3.78
   * - Grt ovf
     - 0
   * - Die Wd
     - 80 um
   * - Final number of hold-violating endpoints
     - 0
   * - Number of diodes
     - 0
   * - Unrepaired setup endpoints after global routing
     - true
   * - Number of buffers inserted by port buffering
     - 19
   * - Drc violations
     - 0
   * - Final clock period utilization by the worst path
     - 0.992
   * - Count of yosys warnings during synthesis
     - 28
   * - Final routed wire length divided by cell count
     - 11.2 um
   * - Number of instances in the synthesized netlist
     - 59
   * - Run status
     - complete, no violations
   * - Syn_area_per_cell
     - 6.47 um2
   * - Critical Path Sink Type
     - primary output
   * - Worst vdd ir
     - 42.0 uV
   * - Design internal power
     - 105 uW
   * - Total count of max-transition violations in the final report
     - 0
   * - Antenna Nets Post-Route
     - 0
   * - Fraction of final layout cells sized beyond drive strength 1
     - 0.552
   * - Critical-path cell list
     - buf_4 -> buf_6 -> buf_6 -> nor4_4 -> buf_4 -> buf_4 -> a221oi_2 -> buf_2
   * - Share of total power in the clock network
     - 0
   * - First-pass GRT wire length
     - 2820 um
   * - CP max stage delay
     - 0.28 ns
   * - Achievable Freq
     - 560 MHz
   * - Fp util
     - 0.112
   * - Top-area cell type share of the netlist area
     - 0.138
   * - Core box area
     - 3420 um2
   * - Startpoint of the lowest-slack hold path
     - Instruction[5]
   * - Number of warnings in the stage logs
     - 36
   * - Dominant cell type by count on the critical path
     - sky130_fd_sc_hd__buf_4
   * - HPWL Detailed
     - 1110 um
   * - Capturing instance or port of the critical path
     - HALT
   * - Switching power share of the total
     - 0.411
   * - Gpl congestion
     - 0.843
   * - Switching power summed over all nets
     - 73.5 uW
   * - Count of vias placed by the detailed router
     - 571
   * - CP max FO
     - 7
   * - Proportion of synthesized chip area in sequential cells
     - 0
   * - Standard-cell row count
     - 21
==> logic make-up after synthesis <==
logic type             after synthesis  share of synthesized area
buffers and inverters               11                      0.207
other                                1                    0.00983
AND-OR/OR-AND                       13                      0.292
AND/OR/NAND/NOR                     34                      0.492
==> area by class of cell <==
cell class         instances  area share
repair buffers            54       0.514
multi-input cells         51       0.422
well taps                 46      0.0639
==> critical path: cells and delay by family <==
kind	cells	cell delay [ns]
AND-OR/OR-AND	1	0.04
buffers and inverters	6	0.74
AND/OR/NAND/NOR	1	0.28
==> stage by stage <==
| step | setup TNS, ns | hold slack (ns) | instances | util | cell area [um2] |
|---|---|---|---|---|---|
| 2_1_floorplan | 0 | 0.792 | 62 | - | 393 |
| 6_report | 0 | 1.22 | 151 | 0.264 | 901 |
| 3_5_place_dp | -6.32 | 1.77 | 135 | 0.206 | 704 |
| 3_3_place_gp | -6.16 | 1.76 | 135 | 0.206 | 704 |
| 4_1_cts | -0.0234 | 1.23 | 152 | 0.258 | 882 |
| 5_1_grt | -0.0122 | 1.26 | 151 | 0.264 | 901 |
==> power groups by stage <==
stage	Clock (mW)	Sequential, mW	Combinational [mW]
CTS	0	0	0.171
global route	0	0	0.194
finish	0	0	0.179
==> cell usage after synthesis (all sizes together) (2+ instances only) <==
cell     n
nand3b   2
o21ai    2
nand2    5
nor3     2
a21oi    2
buf     11
nor2b    3
nand3    3
a221oi   2
nand2b   4
or2      2
nor2     9
==> worst min-delay path by stage <==
stage | slack (ns) | to | cells after the start
global route | 1.26 | RegWrite[0] | 5
CTS | 1.23 | HALT | 5
finish | 1.22 | RegWrite[0] | 5
==> repair_timing <==
action | in CTS | in global routing
gates resized | 62 | 7
gates cloned | 2 | 0
pin swaps | 18 | 8
buffers inserted | 16 | 0
endpoints found under the setup margin | 12 | 5
==> layout by cell type (no fill, tap or decap), drive strengths merged, types with 2 or more instances in the layout <==
master / count
a21oi: 2
a221oi: 2
buf: 43
clkdlybuf4s50: 3
conb: 4
dlygate4sd2: 7
nand2: 5
nand2b: 4
nand3: 3
nand3b: 2
nor2: 9
nor2b: 3
nor3: 2
o21ai: 2
or2: 2
==> metal layers <==
metal  wire (um)  global-route usage
met1         774              0.0672
met2         745              0.0875
met3         168              0.0136
met4           0                   0
met5           0                   0
Power is estimated from default activity; no workload was simulated.
